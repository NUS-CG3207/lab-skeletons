--- flow/config.mk ---
export PLATFORM = sky130hd
export DESIGN_NAME = ALU
export DESIGN_NICKNAME = ALU
export VERILOG_FILES = /design/flow/design.v
export SDC_FILE = /design/flow/constraint.sdc
export NUM_CORES = 4
export LEC_CHECK = 1
export CORE_UTILIZATION = 40
--- flow/run.sh ---
#!/bin/bash
# OpenROAD 26Q1-2900-gdf79404cd8, Yosys 0.63+post, stock flow scripts
make -C /OpenROAD-flow-scripts/flow DESIGN_CONFIG=/design/flow/config.mk WORK_HOME=/design/flow/orfs finish
--- flow/constraint.sdc ---
current_design ALU

set clk_period 25.2
set clk_io_pct 0.2

create_clock -name clk0 -period $clk_period

set non_clock_inputs [all_inputs -no_clocks]
set_input_delay [expr $clk_period * $clk_io_pct] -clock clk0 $non_clock_inputs
set_output_delay [expr $clk_period * $clk_io_pct] -clock clk0 [all_outputs]
--- flow/design.v ---
`timescale 1ns / 1ps
module ALU(
	input [31:0] Src_A,
	input [31:0] Src_B,
	input [3:0] ALUControl,  
	output reg [31:0] ALUResult,
	output [2:0] ALUFlags  
);
	wire [1:0] Sh ;
	wire [4:0] Shamt5 ;
	wire [31:0] ShIn ;
	wire [31:0] ShOut ;
	wire [32:0] S_wider ;
	reg [32:0] Src_A_comp ;
	reg [32:0] Src_B_comp ;
	reg [32:0] C_0 ;
	wire N, Z, C, V; 	 
	assign S_wider = Src_A_comp + Src_B_comp + C_0 ;
	always@(Src_A, Src_B, ALUControl, S_wider, ShOut) begin
		C_0 = 0 ; 
		Src_A_comp = {1'b0, Src_A} ;
		Src_B_comp = {1'b0, Src_B} ;
		case(ALUControl)
			4'b0000: ALUResult = S_wider[31:0] ;	 
	            	4'b0001: begin				 
				C_0[0] = 1 ;  
				Src_B_comp = {1'b0, ~ Src_B} ;
				ALUResult = S_wider[31:0] ;
			end
	            	4'b1110: ALUResult = Src_A & Src_B ;	 
	            	4'b1100: ALUResult = Src_A | Src_B ; 	 
			default: ALUResult = 32'bx;
	        endcase
	    end
	assign Z = (ALUResult == 0) ? 1 : 0 ;
	assign ALUFlags = {Z, 1'b0, 1'b0} ; 	 
	Shifter Shifter1(
                Sh,
        	Shamt5,
        	ShIn,
        	ShOut
        );
endmodule
`timescale 1ns / 1ps
module Shifter(
    input [1:0] Sh,
    input [4:0] Shamt5,
    input [31:0] ShIn,
    output [31:0] ShOut
    );
    wire [31:0] ShTemp0 ;
    wire [31:0] ShTemp1 ;
    wire [31:0] ShTemp2 ;
    wire [31:0] ShTemp3 ;
    wire [31:0] ShTemp4 ;
    assign ShTemp0 = ShIn ;
    shiftByNPowerOf2#(0) shiftBy0PowerOf2( Sh, Shamt5[0], ShTemp0, ShTemp1 ) ;
    shiftByNPowerOf2#(1) shiftBy1PowerOf2( Sh, Shamt5[1], ShTemp1, ShTemp2 ) ;
    shiftByNPowerOf2#(2) shiftBy2PowerOf2( Sh, Shamt5[2], ShTemp2, ShTemp3 ) ;
    shiftByNPowerOf2#(3) shiftBy3PowerOf2( Sh, Shamt5[3], ShTemp3, ShTemp4 ) ;
    shiftByNPowerOf2#(4) shiftBy4PowerOf2( Sh, Shamt5[4], ShTemp4, ShOut ) ;
endmodule
module shiftByNPowerOf2
    #(parameter i = 0)  
    (   
        input [1:0] Sh,
        input flagShift,
        input [31:0] ShTempIn,
        output reg [31:0] ShTempOut
    ) ;
    always@(Sh, ShTempIn, flagShift) begin
        if(flagShift)
            case(Sh)
                2'b00: ShTempOut = { ShTempIn[31-2**i:0], {2**i{1'b0}} } ;      	 
                2'b10: ShTempOut = { {2**i{1'b0}}, ShTempIn[31:2**i] } ;        	 
                2'b11: ShTempOut = { {2**i{ShTempIn[31]}}, ShTempIn[31:2**i] } ;	 
                default: ShTempOut = ShTempIn;  
            endcase   
        else
            ShTempOut = ShTempIn ;
    end
endmodule 
==> results.toml <==
# synthesis and place-and-route metrics
[outcome]
status = "finished, final reports clean"

[route]
drt_pre_antenna_iters = 4
routed_wire_length_per_instance_um = 16.4
drt_first_iter_violations = 149
wl_final_um = 10700
insertedDiodeCount = 0
ant_nets = 0
drcViolationCount = 0
via_per_inst = 5.70
num_vias = 3718

[die]
floorplan.die.width_um = 92.0
design.die.area_um2 = 8470
boundaryPins = 103
std_cell_rows = 32
fp.coreArea_um2 = 7770
fp_util_pct = 41.7
die_y_um = 92.0

[worst_setup_path]
cp.arrival_ps = 11040
critical_path_required_ps = 20160
startpoint_type = "input port"
worstSetupEndpointType = "primary output"
worstSetupPathType = "input port to primary output"
worstPathMaxFanout = 34

[global_route]
globalRouteTotalUtil_pct = 25.3
initial_antenna_violation_count = 0
grt.overflow.total = 0
number_of_global_route_vias_before_repair = 3416
grt_first_pass_wirelength_um = 17000
maximum_number_of_pins_on_one_net_before_global_route_repair = 40

[flow_run]
tool_warnings = 37
cap_viol_max_count = 0

[power_and_ir_drop]
clkPwrFrac_pct = 0
leakage_power_nw = 1.78
seqPwrFrac_pct = 0
power_density_nw_per_um2 = 30.4
p_total_w = 0.000131
netSwitchingFraction_pct = 48.2
switchingPower_w = 0.0000631
internal_power_w = 0.0000677
vdd_drop_max_v = 0.0000128
comb_power_share_pct = 100.0

[clock_tree]
cts_setup_buffers = 0
cts-hold-fix-buffers = 0
postCtsResizedCells = 0

[place]
placedInstanceArea_um2 = 4310
dp_cells = 652
hpwlAfterDp_um = 8570
port_buffers = 101
gp_congestion = 0.916

[final_timing]
report.final.hold_viol_count = 0
setup_repair_after_global_routing_missed_its_margin = "false"
tightestPinTransition_ps = 870
final-setup-viol-count = 0
finalClockPeriodUsage_pct = 63.8
max-slew-margin-rel_pct = 40.5
timing.fmax_mhz = 62.2
final.min_clock_period_ps = 16080
finalMaxSlewViolations = 0
timing.setup.tns_ps = 0

[yosys]
yosys.stat.chipArea_um2 = 3240
synth_stat.cells = 469
yosys_warnings = 6
synth_sequential_area_ratio_pct = 0
mappedNetlistArea_um2 = 3240
synthDistinctLibCells = 74
yosys.area.top_type = "sky130_fd_sc_hd__ha_1"
syn_inst = 469
post_synth.cell_area_avg_um2 = 6.91
post_synth_main_area_contributors = "sky130_fd_sc_hd__ha_1 (14%), sky130_fd_sc_hd__xor2_1 (9.5%), sky130_fd_sc_hd__nand2_1 (6.6%)"
yosys.area.top_type_share_pct = 13.5
synthMostInstantiatedCell = "sky130_fd_sc_hd__nand2_1"
top_cells_by_count_synth = "sky130_fd_sc_hd__nand2_1 (57), sky130_fd_sc_hd__nor2_1 (44), sky130_fd_sc_hd__ha_1 (35), sky130_fd_sc_hd__xor2_1 (35), sky130_fd_sc_hd__a21oi_1 (34)"

[final_layout]
final_core_util_pct = 55.5
layout_clock_buffer_count = 0
final.fill_count = 753
share_of_post_route_cells_with_drive_strength_above_1_pct = 4.18
area.growth.synth_to_final_pct = 32.9
count_of_flip_flops_and_latches = 0
layout.cells.non_filler = 652
finalInstanceArea_um2 = 4310
seq_area_um2 = 0
comb_area_um2 = 3090

[min_path]
min-delay-path-class = "input port to primary output"
## cells by family after synthesis
| logic type | synth area share (%) |
|---|---|
| AND/OR/NAND/NOR | 25.0 |
| AND-OR/OR-AND | 34.7 |
| adder cells (fa/ha/maj) | 19.4 |
| XOR/XNOR | 12.2 |
| buffers and inverters | 5.02 |
| multiplexers | 3.59 |
| other | 0.116 |
## final cells by class
| class | instances | share of cell area, % |
|---|---|---|
| Inverter | 15 | 1.31 |
| Multi-Input combinational cell | 431 | 71.7 |
| Timing Repair Buffer | 104 | 24.0 |
| Tap cell | 102 | 2.96 |
## layout by cell type, fill, tap and decap left out, types with 5 or more instances in the layout
cell	n
sky130_fd_sc_hd__xor2_1	35
sky130_fd_sc_hd__nand2b_1	8
sky130_fd_sc_hd__o211ai_1	9
sky130_fd_sc_hd__a211oi_1	10
sky130_fd_sc_hd__clkdlybuf4s50_1	101
sky130_fd_sc_hd__o31ai_1	9
sky130_fd_sc_hd__nand4_1	7
sky130_fd_sc_hd__mux2_2	5
sky130_fd_sc_hd__ha_1	35
sky130_fd_sc_hd__nor4_1	5
sky130_fd_sc_hd__o21ai_1	5
sky130_fd_sc_hd__maj3_1	16
sky130_fd_sc_hd__nand2_1	57
sky130_fd_sc_hd__inv_1	14
sky130_fd_sc_hd__o21ai_0	18
sky130_fd_sc_hd__mux2i_1	6
sky130_fd_sc_hd__a21o_1	16
sky130_fd_sc_hd__a21oi_1	34
sky130_fd_sc_hd__nor3_1	14
sky130_fd_sc_hd__nor2_1	44
sky130_fd_sc_hd__xnor2_1	10
## through the flow
step | setup WS (ps) | hold WS [ps]
2_1_floorplan | 11090 | 10200
3_3_place_gp | 9390 | 11210
3_5_place_dp | 9180 | 11200
4_1_cts | 9150 | 11220
5_1_grt | 8820 | 11240
6_report | 9120 | 11220
## power by group through the flow
stage	Clock [W]	Combinational [W]	Sequential, W
CTS	0	0.000130	0
finish	0	0.000131	0
global route	0	0.000144	0
## worst max-delay path: stages
cell and delay (ps):
sky130_fd_sc_hd__clkdlybuf4s50_1 840, sky130_fd_sc_hd__nor4b_4 420, sky130_fd_sc_hd__buf_4 510, sky130_fd_sc_hd__xor2_1 240, sky130_fd_sc_hd__inv_1 80, sky130_fd_sc_hd__fa_1 420, sky130_fd_sc_hd__nand2b_1 220, sky130_fd_sc_hd__a21o_1 210
sky130_fd_sc_hd__a2111oi_0 780, sky130_fd_sc_hd__o21ai_0 260, sky130_fd_sc_hd__mux2i_1 180, sky130_fd_sc_hd__a2111oi_0 470, sky130_fd_sc_hd__nand4b_1 190, sky130_fd_sc_hd__nor4_1 310, sky130_fd_sc_hd__nand4b_1 170, sky130_fd_sc_hd__nor4_2 160
sky130_fd_sc_hd__clkdlybuf4s50_1 500
## path summary, 6_finish.rpt
check	from	to	slack, ps	cells after the start
hold / removal	Src_A[14]	ALUResult[14]	11220	4
setup / recovery	ALUControl[1]	ALUFlags[2]	9120	17
## per-layer routing
layer  part of all wire (%)  GRT usage [%]  vias to the layer above
li1                       -              -                     1930
met1                     50           38.5                     1675
met2                     46           41.7                      105
met3                    3.8          0.338                        8
met4                   0.66           2.60                        0
met5                      0              0                        -
Power is estimated from default activity; no workload was simulated.
