==> /design/flow/config.mk <==
export PLATFORM = sky130hd
export DESIGN_NAME = RegFile
export DESIGN_NICKNAME = RegFile
export VERILOG_FILES = /design/flow/design.v
export SDC_FILE = /design/flow/constraint.sdc
export NUM_CORES = 4
export LEC_CHECK = 1
export CORE_UTILIZATION = 40
==> /design/flow/design.v <==
`timescale 1ns / 1ps
module RegFile(
    input CLK,
    input WE,
    input [4:0] rs1,
    input [4:0] rs2,
    input [4:0] rd,
    input [31:0] WD,
    output [31:0] RD1,
    output [31:0] RD2
    );
    reg [31:0] RegBank[0:31] ;
    assign RD1 = (rs1 == 5'b00000) ? 32'd0 : RegBank[rs1] ; 
    assign RD2 = (rs2 == 5'b00000) ? 32'd0 : RegBank[rs2] ;   
    always@(posedge CLK)
    begin
        if((rd != 5'b00000) & (WE))
            RegBank[rd] <= WD ;
    end
endmodule
==> /design/flow/run.sh <==
#!/bin/bash
# OpenROAD 26Q1-2900-gdf79404cd8, Yosys 0.63+post, stock flow scripts
make -C /OpenROAD-flow-scripts/flow DESIGN_CONFIG=/design/flow/config.mk WORK_HOME=/design/flow/orfs finish
==> /design/flow/constraint.sdc <==
current_design RegFile

set clk_period 5.9
set clk_io_pct 0.2

create_clock -name clk0 -period $clk_period [get_ports {CLK}]

set non_clock_inputs [all_inputs -no_clocks]
set_input_delay [expr $clk_period * $clk_io_pct] -clock clk0 $non_clock_inputs
set_output_delay [expr $clk_period * $clk_io_pct] -clock clk0 [all_outputs]
==> impl_metrics.yaml <==
# synthesis and place-and-route metrics
layout:
  areaGrowthSynthToFinish_pct: 15.2
  fill_cells: 9536
  regArea_mm2: 0.0307
  most-common-layout-cells: "1024 x edfxtp_1, 320 x mux2i_1, 316 x mux4_2, 138 x buf_4, 109 x clkbuf_16"
  stdcell_count: 4444
  largest-register: "RegBank"
  layout_top_cell: "edfxtp_1"
  drive_above_1_share_pct: 27.5
  logic_area_mm2: 0.0164
  reg_top3: "RegBank (1024)"
  largest_register_ffs: 1024
synthesis:
  synthArstFlopShare_pct: 0
  edf_count: 1024
  syn_inst: 2564
  synth.cellmix.xorXnorShare_pct: 0
  syn_area_mm2: 0.0479
  ys_ff: 1024
  logic_family: "multiplexers"
  top_cells_by_area: "edfxtp_1 64%, mux4_2 15%, mux2i_1 6.7%"
  synth_cell_types: 39
  ys_sh_mux_pct: 25.0
  synthSimpleGateAreaFrac_pct: 2.18
  yosysWarnings: 1
  yosys_area_mm2: 0.0479
  syn-mean-instance-area_um2: 18.7
  synth_seq_share_pct: 64.2
  top_cell_area_share_pct: 64.2
  flop_cell: "edfxtp_1"
  synth-compound-area-share_pct: 6.15
  largest_area_cell: "edfxtp_1"
  yosys_cells: 2564
  synth-adder-area-share_pct: 0
job:
  max_cap_viol_count: 0
  warning_count: 26
final_timing:
  clock.fmax_mhz: 184
  worst_pin_slew_ns: 1.06
  rsz0062_at_grt: "no"
  min_period_ns: 5.44
  slew_headroom_pct: 29.2
  timing.final.hold_violations: 0
  holdWs_ns: 1.30
  period_used_pct: 92.3
  fin_setup_tns_ns: 0
  drv_slew: 0
  setup_violations: 0
clock_network:
  clockBufferDepth: 3
  post-cts-setup-buffers: 0
  cts_sinks: 1024
  path_clk_slew_ns: 0.06
  htree_num_levels: 3
  cts_buffers: 107
  cts_root_buffer: "clkbuf_16"
  cts_tree: "built"
  cts_resized: 0
  postCtsHoldBufs: 0
detailed_routing:
  drtIter0Drc: 1751
  route.detailed.wl_per_inst_um: 34.9
  via_per_inst: 6.38
  drt_first_pass_iters: 7
  vias: 28400
  antenna_left: 0
  totalWireLength_mm: 155
  drc: 0
pwr:
  total_power_w: 0.0164
  peakVddDrop_v: 0.000215
  p_leak_nw: 17.9
  power_density_mw_per_mm2: 297
floorplan:
  die_area_mm2: 0.121
  fp_util_pct: 40.5
  dieHeight_um: 348
  rows: 126
  coreArea_mm2: 0.118
  fp.dieW_um: 348
  ioPinCount: 113
critical_path:
  crit_start: "rs2[0]"
  crit_end: "RD2[10]"
  critPathLaunchType: "primary input"
  crit_type: "in2out"
  crit_required_ns: 4.72
  crit_path_end_kind: "primary output"
  cp.arrival_ns: 4.26
  critPathMaxFanout: 52
global_route:
  grt_pass1_wl_mm: 221
  grt_pass1_vias: 31600
  grt_max_degree: 73
  overflow: 0
  antenna_found_initial: 1
  grt_usage_pct: 28.1
min_path:
  hold_path.class: "in2reg"
place:
  portBuffers: 112
  gp_congestion: 0.888
  hpwlAfterDp_mm: 89.8
  place_inst: 4250
outcome:
  status: "complete, no violations"
cell usage after synthesis (all sizes together), types with 2 or more instances:
cell type and number:
or3b 5, mux2i 320, mux2 64, a311oi 32
nand2 85, a211oi 64, nor2 37, buf 115
o21ai 54, nand3 2, o221ai 64, nor2b 37
edfxtp 1024, inv 2, a22oi 64, and2 2
o2111ai 10, a221oi 54, or3 2, clkbuf 100
mux4 352, a21oi 32, nand4 32, nand3b 6
worst max-delay path: stages:
cell and delay (ns):
buf_8 0.41, buf_12 0.41, buf_4 0.35, mux4_2 0.53, a221oi_1 0.58, a211oi_1 0.18, clkdlybuf4s50_1 0.45
worst min path at each step:
stage | startpoint | slack (ns) | cells past startpoint | end
4_1_cts | WD[17] | 1.28 | 2 | RegBank[10][17]
5_1_grt | WD[17] | 1.31 | 2 | RegBank[10][17]
6_report | WD[17] | 1.30 | 2 | RegBank[9][17]
metal layers:
| metal | track usage (%) | routed length [um] | vias up |
|---|---|---|---|
| met1 | 30.1 | 46700 | 14100 |
| met2 | 39.6 | 69700 | 2445 |
| met3 | 25.3 | 31100 | 374 |
| met4 | 8.99 | 6550 | 22 |
| met5 | 5.96 | 938 | - |
| li1 | - | - | 11400 |
cell type report:
type                       instances  area share, %
clock inverter                    63           1.19
inverter                           2         0.0159
timing repair buffer             270           4.67
tap                             1600           3.63
multi-input combinational       1354           29.7
clock buffer                     130           5.08
antenna                            1        0.00453
sequential                      1024           55.7
cell families after synthesis:
group	count (synthesis)
buffers and inverters	217
flip-flops	1024
AND/OR/NAND/NOR	212
AND-OR/OR-AND	374
multiplexers	736
other	1
power by group:
group	switching (W)	internal, W
Sequential	0.0000445	0.00812
Combinational	0.000863	0.000643
Clock	0.00282	0.00390
Total	0.00372	0.0127
per-stage QoR:
step | setup slack, ns | util (%) | instance area [um2]
floorplan | 2.13 | - | 48000
global placement | 0.538 | 43.7 | 51700
detailed placement | 0.544 | 43.7 | 51700
CTS | 0.536 | 46.6 | 55200
global route | 0.326 | 46.6 | 55200
finish | 0.456 | 46.6 | 55200
Power figures rest on the tool's default switching activity, not on a simulated workload.
